**run.sh**
```bash
#!/bin/bash
# OpenROAD 26Q1-2900-gdf79404cd8, Yosys 0.63+post, stock flow scripts
make -C /OpenROAD-flow-scripts/flow DESIGN_CONFIG=/design/flow/config.mk WORK_HOME=/design/flow/orfs finish
```
**config.mk**
```make
export PLATFORM = sky130hd
export DESIGN_NAME = seven_seg
export DESIGN_NICKNAME = seven_seg
export VERILOG_FILES = /design/flow/design.v
export SDC_FILE = /design/flow/constraint.sdc
export NUM_CORES = 4
export LEC_CHECK = 1
export CORE_UTILIZATION = 40
```
**constraint.sdc**
```tcl
current_design seven_seg

set clk_period 2.9
set clk_io_pct 0.2

create_clock -name clk0 -period $clk_period [get_ports {clk_25M}]

set non_clock_inputs [all_inputs -no_clocks]
set_input_delay [expr $clk_period * $clk_io_pct] -clock clk0 $non_clock_inputs
set_output_delay [expr $clk_period * $clk_io_pct] -clock clk0 [all_outputs]
```
**design.v**
```verilog
`timescale 1ns / 1ps
module seven_seg(
    input clk_25M,  
    input reset_n,  
    input [3:0] A,  
    input [3:0] B,  
    input [3:0] C,  
    input [3:0] D,  
    output reg [6:0] segment,  
    output reg [3:0] anode  
);
    reg [3:0] mux_out;  
    reg [3:0] sel = 4'b0111;  
    reg [15:0] count_reg;  
    parameter
    C_MAX_COUNT = 50_000 - 1,  
    ZERO = 7'b0111111,
    ONE = 7'b0000110,
    TWO = 7'b1011011,
    THREE = 7'b1001111,
    FOUR = 7'b1100110,
    FIVE = 7'b1101101,
    SIX = 7'b1111101,
    SEVEN = 7'b0000111,
    EIGHT = 7'b1111111,
    NINE = 7'b1100111,
    HEX_A = 7'b1110111,
    HEX_B = 7'b1111100,
    HEX_C = 7'b0111001,
    HEX_D = 7'b1011110,
    HEX_E = 7'b1111001,
    HEX_F = 7'b1110001;
    assign update = (count_reg == C_MAX_COUNT);  
    always @ (posedge clk_25M or negedge reset_n) begin
        if(!reset_n) begin  
            count_reg <= 9'b0;
        end
        else if(count_reg == C_MAX_COUNT + 1) begin
            count_reg <= 9'b0;
        end
        else begin
            count_reg <= count_reg + 9'b1;
        end
    end
    always @ (posedge clk_25M or negedge reset_n) begin
        if (!reset_n) begin
            sel <= 4'b1110;
            anode <= 4'b1111;
        end
        else if (update) begin
            sel <= {sel[2:0], sel[3]};  
            case(sel)
                4'b0111 : begin
                    anode = sel;
                    mux_out = A;  
                end
                4'b1011 : begin
                    anode = sel;
                    mux_out = B;  
                end
                4'b1101 : begin
                    anode = sel;
                    mux_out = C;  
                end
                4'b1110 : begin
                    anode = sel;
                    mux_out = D;  
                end
                default : begin
                    anode = sel;
                    mux_out = A;
                end
            endcase
            case(mux_out)  
                4'b0: segment = ~ZERO;
                4'h1: segment = ~ONE;
                4'h2: segment = ~TWO;
                4'h3: segment = ~THREE;
                4'h4: segment = ~FOUR;
                4'h5: segment = ~FIVE;
                4'h6: segment = ~SIX;
                4'h7: segment = ~SEVEN;
                4'h8: segment = ~EIGHT;
                4'h9: segment = ~NINE;
                4'hA: segment = ~HEX_A;
                4'hB: segment = ~HEX_B;
                4'hC: segment = ~HEX_C;
                4'hD: segment = ~HEX_D;
                4'hE: segment = ~HEX_E;
                4'hF: segment = ~HEX_F;
                default : segment = ~ZERO;
            endcase
        end
    end
endmodule
```
==> qor.yml <==
worst_ep_arrival_time_ps: 2800
syn_avg_cell_area_um2: 10.8
cp-startpoint: "sel[2]$_DFFE_PN1N_"
routed_wl_um: 3180
synth_cell_types: 42
io_buffers: 28
drtIter0Drc: 61
min_path_type: "reg2reg"
synth_warnings: 2
power_uw: 836
drv_slew: 0
ys.flop_type: "dfrtp_1"
cp_max_fo: 15
cap_viol_max_count: 0
hold_buffers: 0
edf_count: 7
p_leak_uw: 0.000869
warning_count: 31
fill_cells: 349
cts.sinks: 31
crit_end: "segment[3]$_DFFE_PP_"
drtPass1Iterations: 4
grt.overflow.total: 0
syn2layout_area_growth_pct: 22.9
cts_tree: "yes"
cts_inserted_buffers: 5
vias_per_cell: 5.22
cp-end-kind: "flip-flop"
rsz0062_at_grt: "false"
syn_inst: 164
grt_pass1_wl_um: 5550
antenna_left: 0
dieArea_mm2: 0.00468
fin_crit_sh_pct: 92.7
relSlewSlack_pct: 41.3
die_w_um: 68.4
tightest_slew_ps: 874
period_minus_slack_ps: 2690
fp-utilization_pct: 42.9
reg2reg_to: "segment[3]$_DFFE_PP_"
n_antenna_cell: 0
postCtsSetupBuffers: 0
finalClockSkew_ps: 5.81
finalInstanceArea_mm2: 0.00217
top_cell_area_share_pct: 24.1
critical_path_class: "reg2reg"
setup-violations-final: 0
syn_area_mm2: 0.00176
drive_gt1_share_pct: 12.2
ctsResizeCount: 0
ys_top_cells_by_area: "dfrtp_1 (24%), edfxtp_1 (12%), dfstp_2 (10%), xnor2_1 (6.0%), ha_1 (5.7%)"
htree_levels: 2
die_h_um: 68.4
vias: 1284
yosys-stat-cells: 164
routedWlPerCell_um: 12.9
clk_latency_ps: 280
fmax_mhz: 372
num_rows: 23
async_reset_ff_share_pct: 77.4
post_dp_cell_area_mm2: 0.00209
ys.flops: 31
rr_worst_depth: 8
tns_ps: 0
root_buffer: "clkbuf_8"
drc_errors: 0
start_kind: "flip-flop"
dpl.hpwl_um: 2300
core_mm2: 0.00412
grt_use_total_pct: 16.2
ys_seq_share_pct: 46.5
r2r_start: "sel[2]$_DFFE_PN1N_"
top_area_cell: "dfrtp_1"
reg2reg_slack_ps: 210
largest_reg_flops: 16
powerDensity_mw_per_mm2: 386
antenna_found_initial: 0
grt_max_degree: 25
required_ps: 3010
peakVddDrop_uv: 248
clk_path_buf_depth: 2
ioPinCount: 29
hold_violations: 0
status: "completed"
grt_pass1_vias: 1240
clk_pin_slew_ps: 60
ys_chip_area_mm2: 0.00176
globalplace.congestion: 0.779
-- metal layers --
| metal | vias up | track usage [%] | routed length (um) |
|---|---|---|---|
| met4 | 0 | 3.39 | 68 |
| met2 | 21 | 24.0 | 1350 |
| met5 | - | 0 | 0 |
| met3 | 7 | 3.21 | 117 |
| li1 | 641 | - | - |
| met1 | 615 | 25.3 | 1640 |
-- kinds of logic after synthesis --
group / share of synthesized area, %
adders and majority gates: 5.67
buffers and inverters: 4.26
DFF: 46.5
muxes: 5.53
AOI/OAI and AO/OA: 11.6
xor gates and xnor gates: 7.94
and+or+nand+nor: 18.6
-- power by group --
| part | leakage, uW | internal (uW) | switching, uW | total (uW) |
|---|---|---|---|---|
| Combinational | 0.000466 | 39.6 | 33.9 | 73.5 |
| Sequential | 0.000364 | 448 | 0 | 448 |
| Clock | 0.0000395 | 170 | 145 | 315 |
-- worst min path at each step --
stage,endpoint,start,slack (ps),depth (start not counted)
after CTS,anode[3]$_DFFE_PN1N_,anode[3]$_DFFE_PN1N_,490,2
after global routing,count_reg[7]$_DFF_PN0_,count_reg[7]$_DFF_PN0_,530,1
final,anode[3]$_DFFE_PN1N_,anode[3]$_DFFE_PN1N_,490,2
-- final cells by class --
| class | instances | area, um2 | share of cell area [%] |
|---|---|---|---|
| timing repair buffer | 30 | 295 | 13.6 |
| clock buffer | 8 | 80.1 | 3.69 |
| inverter | 11 | 41.3 | 1.90 |
| multi-input combinational | 116 | 870 | 40.1 |
| sequential | 31 | 820 | 37.8 |
| tap | 50 | 62.6 | 2.89 |
-- synth_stat cells (4+ instances only) --
cell and instances:
dfrtp_1 17, a21oi_1 5, nor2_1 13, nand2_1 12, edfxtp_1 7, ha_1 8
nor3_1 5, nand3_1 8, nand3b_1 8, dfstp_2 7, xnor2_1 12, inv_1 11
xor2_1 4, clkbuf_1 4, mux2_2 4
-- stage by stage --
| step | setup WS, ps | utilization, % | instances | hold WS, ps |
|---|---|---|---|---|
| floorplan | 434 | - | 164 | 284 |
| global placement | 355 | 50.7 | 238 | 482 |
| detailed placement | 230 | 50.7 | 238 | 489 |
| CTS | 234 | 52.7 | 246 | 492 |
| global route | 76.2 | 52.7 | 246 | 528 |
| finish | 213 | 52.7 | 246 | 491 |
-- critical path: stages (launching register included) --
cell	delay (ps)
dfstp_2	650
xnor2_1	110
a211o_4	380
a221o_1	420
inv_1	160
ha_1	270
inv_1	60
o211a_1	230
a311oi_2	230
-- cell usage in the layout (no fill, tap or decap), drive strengths merged, types with 2 or more instances in the layout --
cell type	Yosys	routed
mux2i	3	3
o21ai	2	2
a221o	2	2
nor2	13	13
dfstp	7	7
nand3	8	8
clkdlybuf4s50	0	28
a211o	3	3
nand3b	8	8
nand4	3	3
mux2	6	6
edfxtp	7	7
a211oi	2	2
dfrtp	17	17
o22ai	3	3
a21oi	5	5
inv	11	11
nor3	5	5
xor2	4	4
and3	2	2
buf	2	2
xnor2	12	12
or3	2	2
nand2	13	13
nor4	2	2
clkbuf	4	8
ha	8	8
Power and IR drop assume default switching activity.
