`flow/config.mk`:
```
export PLATFORM = sky130hd
export DESIGN_NAME = debouncer
export DESIGN_NICKNAME = debouncer
export VERILOG_FILES = /design/flow/design.v
export SDC_FILE = /design/flow/constraint.sdc
export NUM_CORES = 4
export LEC_CHECK = 1
export CORE_AREA = 10 10 90 90
export DIE_AREA = 0 0 100 100
```
`flow/constraint.sdc`:
```
current_design debouncer

set clk_period 4.0
set clk_io_pct 0.2

create_clock -name clk0 -period $clk_period [get_ports {clk_25M}]

set non_clock_inputs [all_inputs -no_clocks]
set_input_delay [expr $clk_period * $clk_io_pct] -clock clk0 $non_clock_inputs
set_output_delay [expr $clk_period * $clk_io_pct] -clock clk0 [all_outputs]
```
`flow/design.v`:
```
`timescale 1ns / 1ps
module debouncer(
    input in,  
    output reg out,  
    input clk_25M,  
    input reset_n  
);
    localparam
    C_COUNT_MAX = 250_000 - 1;  
    reg [17:0] count = 18'b0;
    reg temp_in = 1'b0;  
    always @ (posedge clk_25M or negedge reset_n) begin
        if(!reset_n) begin  
            count <= 18'b0;
            out <= 1'b0;
            temp_in <= 1'b0;
        end
        else begin
            if(count == C_COUNT_MAX) begin  
                count <= 18'b0;
                out <= in;
                temp_in <= in;
            end
            else if(temp_in != in) begin  
                count <= 18'b0;
                temp_in <= in;
            end
            else begin  
                count <= count + 18'b1;
                temp_in <= in;
            end
        end
    end
endmodule
```
`flow/run.sh`:
```
#!/bin/bash
# OpenROAD 26Q1-2900-gdf79404cd8, Yosys 0.63+post, stock flow scripts
make -C /OpenROAD-flow-scripts/flow DESIGN_CONFIG=/design/flow/config.mk WORK_HOME=/design/flow/orfs finish
```
==> out/results.txt <==
Fillers -> 674
total of max-cap violations -> 0
most common logic cell in the routed design -> dfrtp_1
drt wl/cell -> 9.62 um
CTS Buffer Depth -> 2
largest net degree at the start of global routing -> 21
endpoints failing setup -> 0
gr usage total -> 3.40%
Core ar. -> 6280 um^2
hold-critical path depth -> 1
number of vias per cell -> 3.75
# IOs -> 4
Die H -> 100 um
syn_area_per_cell -> 10.4 um^2
dpl cells -> 175
reg2reg start -> count[0]
M1 WL -> 889 um
most common logic cells in the final layout -> 20 x dfrtp_1, 19 x nor2_1, 12 x xnor2_1, 6 x nor4_1
Worst Tran Pin Value -> 0.473 ns
number of OpenROAD warnings -> 25
Power Dens Cells -> 319 nW/um^2
DRC -> 0
Post-CTS Hold Buffers -> 0
end of the worst register-to-register path -> out
Area growth syn-to-layout -> 17.6%
CP top delay family -> buffers and inverters
layout cells sized above 1 -> 7.92%
Core Util, Final -> 18.3%
worst-path cell chain -> clkdlybuf4s50_1
synthesized instance count -> 94
vias in the first global route -> 675
CTS tree -> done
# resized after CTS -> 0
Fin. Hold Viols -> 0
Post-Layout Cell Count -> 178
unrepaired setup endpoints after global routing -> false
Final Routed Wirelength -> 1710 um
clk ins delay skew pair -> 0.25 ns
CP startpoint kind -> flop
Static Leak -> 0.429 nW
Slew HR -> 68.4%
CP arrival -> 1.05 ns
CTS Buf Count -> 3
final worst slack -> 2.15 ns
routed vias -> 667
drt pass-1 iters -> 2
n_diodes -> 0
Sink Count -> 20
top routing layer used -> met4
met2 wire length -> 705 um
initial DRC count -> 49
logic area -> 453 um^2
first-pass GRT wire length -> 2940 um
fp util -> 15.5%
worst vdd ir -> 0.122 mV
H-Tree Depth -> 1
Max Clock Freq -> 541 MHz
grt ovf -> 0
max-slew violation count -> 0
Place WS -> 1.95 ns
Horiz. Die Dim -> 100 um
CP required -> 3.20 ns
Hold WC Path Type -> reg2reg
hold endpoint -> out
R2R cell count -> 4
Storage cell area -> 500 um^2
clk slew on worst S/H paths -> 0.06 ns
synthesized flop and latch total -> 20
Chip Area -> 10000 um^2
initial antenna violation count -> 0
final worst clock skew -> 0.00437 ns
maximum fanout along the worst path -> 2
worst stage delay on the critical path -> 0.46 ns
setup bufs post-CTS -> 0
setup TNS -> 0 ns
CTS root buf -> clkbuf_8
# port buffers -> 3
min-delay src -> out
number of placement rows -> 29
Met3 Wirelength -> 71 um
r2r setup slk -> 2.19 ns
GP Congestion -> 0.807
Worst Setup Path Type -> reg2out
outcome -> finished, final reports clean
Final min period -> 1.85 ns
ys cells -> 94
period utilization -> 46.2%
Yosys Warn Count -> 1
Cell Area, Synth -> 976 um^2
Unique cell types -> 21
chip area estimate from yosys synthesis -> 976 um^2
Post-DP HPWL -> 1150 um
CP bufs+invs -> 1
sequential fraction of the synthesis area -> 51.3%
Worst setup EP type -> output pin
Routed Antenna Nets -> 0
slowest stage cell, crit path -> clkdlybuf4s50_1
[state kept, by name, summed over array words and instances, names as in the netlist]
register / count
count: 18
out: 1
temp_in: 1
[cell usage after synthesis]
master,n,area (um^2)
inv_1,3,11.3
and4_1,1,8.76
or4_1,1,7.51
mux2_2,1,11.3
buf_6,1,11.3
nor2_1,19,71.3
or2_0,1,6.26
nor4_1,6,37.5
xor2_1,4,35.0
o41ai_4,1,27.5
o31ai_1,1,7.51
nand4_1,5,31.3
nor4b_2,1,15.0
ha_1,1,12.5
dfrtp_1,20,500
a21oi_1,1,5.00
nand3b_1,1,7.51
xnor2_1,12,105
nor3_1,4,20.0
nand2_1,5,18.8
nand3_1,5,25.0
[routing by layer]
layer	track usage, %	vias up
li1	-	343
met1	4.61	316
met3	1.18	4
met4	0.978	0
met5	0	-
met2	5.03	4
[final cells by class]
class,count,share of cell area (%)
clock buffer,3,3.60
inverter,3,0.981
multi-input combinational,70,39.5
sequential,20,43.6
tap,77,8.40
timing repair buffer,5,3.93
[how the worst max path moves through the flow]
stage        start  end  slack [ns]  cells after the start
4_1_cts        out  out        2.13                      1
5_1_grt   count[0]  out        1.99                      4
6_report       out  out        2.15                      1
[report_power, final]
part / total (W) / internal (W) / switching (W)
logic: 0.0000254 / 0.0000105 / 0.0000149
clock network: 0.000127 / 0.0000669 / 0.0000601
registers: 0.000213 / 0.000208 / 0.00000580
[through the flow]
stage / power (W) / hold slack, ns / cell area (um^2)
3_3_place_gp: 0.000243 / 0.497 / 1110
3_5_place_dp: 0.000243 / 0.502 / 1110
6_report: 0.000366 / 0.510 / 1150
5_1_grt: 0.000381 / 0.537 / 1150
4_1_cts: 0.000369 / 0.517 / 1150
2_1_floorplan: 0.000233 / 0.456 / 976
[kinds of logic after synthesis]
kind of cell | count (synthesis) | synth area share [%]
xor+xnor | 16 | 14.4
compound gates | 3 | 4.10
simple gates | 49 | 25.5
flops | 20 | 51.3
mux | 1 | 1.15
fa+ha+maj | 1 | 1.28
buf+inv | 4 | 2.31
No activity file was given, so power comes from the tool's default toggle rates.
