==> ./design.v <==
`timescale 1ns / 1ps
module vga_display_select(
    input clk_25M,  
    input block_down,  
    input [2:0] sel,  
    input [10:0] x,  
    input [10:0] y,  
    input active,  
    output [11:0] color  
);
    reg [11:0] color_q;  
    reg R_W = 1'b1;  
    reg [3:0] mode;  
    reg [31:0] count;  
    reg slow_clk = 1'b0;  
    reg [8:0] block_pos = 9'd0;  
    localparam
    C_MAX_COUNT = 6_250_000 - 1,  
    BLACK = 12'h000,
    BLUE = 12'h00F,
    GREEN = 12'h0F0,
    CYAN = 12'h0FF,
    RED = 12'hF00,
    MAGENTA = 12'hF0F,
    YELLOW = 12'hFF0,
    WHITE = 12'hFFF,
    MODE_YELLOW = 4'b0000,
    MODE_BARS = 4'b0001,
    MODE_STRIPE = 4'b010,
    MODE_GREEN_BLOCK = 4'b0100,
    MODE_MOVING_BLOCK = 4'b1000,
    VGA_MAX_H = 639,
    VGA_MAX_V = 479;
    assign color = active ? color_q : 12'b0;  
    always @ (posedge clk_25M) begin
        if(x == 0)  
            R_W <= 1'b1;  
        else if((x+1) % 16 == 0)  
            R_W <= ~R_W;
        if(block_down) begin
            mode <= MODE_MOVING_BLOCK;
            if(count == C_MAX_COUNT) begin
                count <= 0;
                slow_clk <= !slow_clk;  
            end else
                count <= count +1;
        end
        else
            mode <= {1'b0, sel};  
    end
    always @ (posedge slow_clk) begin
        if(block_pos == VGA_MAX_V)
            block_pos <= 32;  
        else
            block_pos <= block_pos + 9'd32;  
    end
    always @ (mode or R_W or x or y or block_pos) begin
        case (mode)
            MODE_YELLOW : begin  
                color_q = YELLOW;
            end
            MODE_BARS : begin  
                if(R_W)
                    color_q = RED;
                else
                    color_q = WHITE;
            end
            MODE_STRIPE : begin
                if(y > (VGA_MAX_V - 32))  
                    color_q = BLUE;
                else
                    color_q = BLACK;
            end
            MODE_GREEN_BLOCK : begin
                if((y < 127) && (x > (VGA_MAX_H - 128)))  
                    color_q = GREEN;
                else
                    color_q = BLACK;  
            end
            MODE_MOVING_BLOCK : begin 
                if(((y > block_pos) && (y < block_pos + 32)) && ((x > 303) && (x < 335)))  
                    color_q = RED;
                else
                    color_q = BLUE;  
            end
            default : begin
                color_q = YELLOW;  
            end
        endcase
    end
endmodule
==> ./run.sh <==
#!/bin/bash
# OpenROAD 26Q1-2900-gdf79404cd8, Yosys 0.63+post, stock flow scripts
make -C /OpenROAD-flow-scripts/flow DESIGN_CONFIG=/design/flow/config.mk WORK_HOME=/design/flow/orfs finish
==> ./config.mk <==
export PLATFORM = sky130hd
export DESIGN_NAME = vga_display_select
export DESIGN_NICKNAME = vga_display_select
export VERILOG_FILES = /design/flow/design.v
export SDC_FILE = /design/flow/constraint.sdc
export NUM_CORES = 4
export LEC_CHECK = 1
export CORE_UTILIZATION = 40
==> ./constraint.sdc <==
current_design vga_display_select

set clk_period 3.9
set clk_io_pct 0.2

create_clock -name clk0 -period $clk_period [get_ports {clk_25M}]

set non_clock_inputs [all_inputs -no_clocks]
set_input_delay [expr $clk_period * $clk_io_pct] -clock clk0 $non_clock_inputs
set_output_delay [expr $clk_period * $clk_io_pct] -clock clk0 [all_outputs]
==> flow_summary_export.csv <==
group,metric,value,unit
critical_path,worstSetupPathType,"input pin to output port",
grt,grtUsageMet1,0.2609,
yosys,synthFlopType,"edfxtp_1",
finish,fin_util,0.5139,
grt,grt_pass1_wl,8.031,mm
yosys,syn_inst,242,
grt,grt_use_met2,0.2737,
yosys,area_leaders,"edfxtp_1 (40%), dfxtp_1 (7.3%), xnor2_1 (6.0%), xor2_1 (5.7%), ha_1 (5.6%)",
die,initCoreUtil,0.4165,
timing,relSlewSlack,0.4828,
yosys,top_area_cell,"edfxtp_1",
worst_hold_path,hold_end,"R_W$_SDFFE_PN1N_",
yosys,ys_ff,42,
finish,areaGrowthSynthToFinish,23.39,%
yosys,ys_seq_frac,0.4749,
place,port_buffers,39,
die,core-area,0.005921,sq mm
die,die_w,80.52,um
place,place_ws,-0.08952,ns
yosys,top_cell_area_share,0.4018,
route,dr.pass1.iters,4,
yosys,adder_share,0.05581,
critical_path,crit_top_cell,"clkdlybuf4s50_1",
grt,antenna_found_initial,0,
grt,globalRouteTotalUtil,0.1681,
timing,unclocked_pins,4,
yosys,syn_area_per_cell,10.19,sq um
route,wl_per_cell,13.47,um
power_and_ir_drop,power_density,326.7,mW/mm^2
timing,finalMaxSlewViolations,0,
clock_tree,clk_latency,0.29,ns
clock_tree,cts_tree,"built",
worst_hold_path,holdCritPathClass,"flop to flop",
timing,rsz0062_at_grt,"true",
critical_path,cp_cell_sequence,"clkdlybuf4s50_1 > ha_1 > nor2b_1 > o211ai_1 > a22o_1 > o31ai_2 > o311a_1 > clkdlybuf4s50_1",
route,antenna_cells,0,
yosys,synth_area,0.002466,sq mm
critical_path,reg2reg_slack,1.40,ns
critical_path,cp_max_fo,4,
timing,finalClockPeriodUsage,0.9986,
grt,grt_overflow,0,
clock_tree,cts_hold_buffers,0,
yosys,aoi_share,0.05936,
critical_path,r2r_cells,4,
outcome,status,"complete, no violations",
timing,max_freq,256.8,MHz
yosys,synth_cell_types,38,
route,vias_per_cell,5.284,
die,rows,28,
clock_tree,clockRootBuffer,"clkbuf_8",
route,routed_wl,4.795,mm
timing,tns,0,ns
timing,tightest_slew,0.7687,ns
finish,drive_gt1_frac,0.05694,
die,fp.dieH,80.52,um
critical_path,reg2reg_from,"count[25]$_SDFFCE_PN0P_",
clock_tree,cts_buffer_depth,2,
place,post-place-cells,348,
flow_run,drv_cap,0,
worst_hold_path,hp-start,"R_W$_SDFFE_PN1N_",
clock_tree,cts_max_level,2,
flow_run,tool_warnings,28,
clock_tree,post_cts_buffers,0,
critical_path,max_stage_delay,0.48,ns
grt,grt_pass1_vias,1762,
critical_path,worstPathRequired,3.12,ns
critical_path,critPathTopFamily,"buffers and inverters",
die,top_level_ports,40,
grt,top_usage_layer,"met2",
critical_path,slowest_stage,"clkdlybuf4s50_1",
yosys,async_reset_ff_frac,0,
yosys,ys_warn_count,1,
timing,fin_skew,0.007971,ns
timing,finalHoldViolCount,0,
timing,min_period,3.894,ns
timing,untimed_endpoints,4,
critical_path,critPathCaptureType,"output port",
power_and_ir_drop,p_leak,1.117,nW
finish,fin_cells,356,
yosys,mux_share,0.004059,
place,gp_congestion,0.8227,
clock_tree,cts.clk_slew.worst_paths,0.08,ns
yosys,ys_chip_area,0.002466,sq mm
power_and_ir_drop,power.total,0.0009941,W
critical_path,worst_setup_path_start_kind,"input pin",
critical_path,path_buffers,2,
timing,setup_viol,0,
timing,fin_ws,0.005531,ns
place,hpwl,3.508,mm
power_and_ir_drop,peakVddDrop,0.0002324,V
grt,grt_max_degree,38,
yosys,yosys.area_share.xor_xnor,0.1172,
worst_hold_path,whs_path_depth,2,
critical_path,path_depth,8,
finish,final.fill_count,540,
route,ant_nets,0,
grt,grtUsageMet3,0.02422,
route,drt_iter0_drc,85,
route,num_vias,1881,
critical_path,cp-startpoint,"y[6]",
critical_path,r2r_end,"slow_clk$_DFFE_PP_",
route,detail_route.drc_violations,0,
die,dieArea,0.006483,sq mm
yosys,ys_sh_simple,0.2369,
clock_tree,numCtsBuffers,5,
yosys,logic_family,"simple AND/OR/NAND/NOR gates",
yosys,ys_cells,242,
critical_path,arrival,3.11,ns
yosys,synth-edff-count,33,
[layout by cell type (no fill, tap or decap), types with 2 or more instances in the layout]
| cell | instances |
|---|---|
| xor2_1 | 16 |
| nor4_1 | 9 |
| nand2_1 | 16 |
| nand2b_1 | 3 |
| nor4b_1 | 3 |
| and4b_1 | 2 |
| clkbuf_8 | 6 |
| or4_1 | 2 |
| xnor2_1 | 17 |
| nor2_1 | 26 |
| a21oi_1 | 5 |
| o21ai_0 | 2 |
| nor3_1 | 5 |
| and2_1 | 2 |
| ha_1 | 11 |
| edfxtp_1 | 33 |
| and3_1 | 3 |
| clkbuf_16 | 2 |
| buf_4 | 3 |
| inv_1 | 13 |
| clkdlybuf4s50_1 | 39 |
| o211ai_1 | 3 |
| nand3_1 | 19 |
| nand4_1 | 11 |
| dfxtp_1 | 9 |
| nor2b_1 | 6 |
[synth_stat cells, drive strengths merged (2+ instances only)]
cell type and count:
edfxtp 33, nand3 19, nor3 6, a21oi 6, nand4 11, nand2 16
nor4 9, and4b 2, nor2 26, o211ai 3, xnor2 17, buf 10
xor2 16, nand2b 3, o21ai 2, nor2b 6, inv 13, and2 2
ha 11, nor4b 3, or4 2, dfxtp 9, and3 3
[report_power, final]
part           switching (W)  internal [W]  total [W]  leakage (nW)
registers          0.0000315      0.000476   0.000508         0.397
logic              0.0000512     0.0000743   0.000125         0.652
clock network       0.000140      0.000221   0.000361        0.0678
total               0.000222      0.000772   0.000994          1.12
[state kept, by name (all words and copies together), names as in the netlist]
register / flops
count: 32
block_pos: 4
mode: 4
R_W: 1
slow_clk: 1
[repair_timing]
item	in CTS	in global routing
endpoints found under the setup margin	8	8
gates resized	3	0
pin swaps	2	1
[worst reg2reg max path: cells and delay by family, from the launching register on]
family           cells  cell delay, ns
flip-flops           1            0.47
AND/OR/NAND/NOR      4            1.75
[final cells by class]
type	count	area (sq um)	share of cell area
Clock buffer	8	132.6	0.04359
Sequential cell	42	1171	0.3849
Multi-Input combinational cell	176	1184	0.3890
Timing Repair Buffer	42	412.9	0.1357
Inverter	13	48.80	0.01604
Tap cell	75	93.84	0.03084
[cell families after synthesis]
family                   count (synthesis)
AND/OR/NAND/NOR                        110
multiplexers                             1
adder cells (fa/ha/maj)                 11
flip-flops                              42
XOR/XNOR                                33
buffers and inverters                   24
AND-OR/OR-AND                           21
[routing by layer]
| metal | part of all wire | vias up |
|---|---|---|
| li1 | - | 949 |
| met1 | 0.48 | 880 |
| met2 | 0.45 | 47 |
| met3 | 0.058 | 5 |
| met4 | 0.011 | 0 |
| met5 | 0 | - |
[per-stage QoR]
step                      hold slack (ns)  cell area (sq um)
after floorplan                    0.4817               2466
after global placement             0.5315               2894
after detailed placement           0.5385               2894
after CTS                          0.5567               3043
after global routing               0.5994               3043
final                              0.5575               3043
[worst max path at each step]
stage / end / slack (ns)
6_report: color[9] / 0.006
4_1_cts: color[9] / -0.002
5_1_grt: color[10] / -0.1
Power figures rest on the tool's default switching activity, not on a simulated workload.
